### design/flow/design.v
`timescale 1ns/1ps
module ads1293(
	clk,
	rst_n,
	en,
	data_out,
	miso,
	mosi,	
	cs,
	sck,
	done	
);
parameter DATA_CONV_START_ADDR = 16'h00;
parameter FLEX_CH1_CN_ADDR  = 16'h01;
parameter FLEX_CH2_CN_ADDR  = 16'h02; 
parameter FLEX_CH3_CN_ADDR  = 16'h03;
parameter FLEX_PACE_CN_ADDR = 16'h04;
parameter LOD_CN_ADDR = 16'h06;
parameter LOD_EN_ADDR = 16'h07;
parameter LOD_CURRENT_ADDR = 16'h08;
parameter REF_CN_ADDR  = 16'h11;
parameter OSC_CN_ADDR  = 16'h12;
parameter AFE_RES_ADDR = 16'h13;
parameter AFE_FAULT_CN_ADDR = 16'h15;
parameter AFE_PACE_CN_ADDR = 16'h17;
parameter ERROR_LOD_ADDR = 16'h18;
parameter ERROR_STATUS_ADDR = 16'h19;
parameter DIGO_STRENGTH_ADDR = 16'h1F;
parameter R2_RATE_ADDR = 16'h21;
parameter R3_RATE_CH1_ADDR = 16'h22;
parameter R3_RATE_CH2_ADDR = 16'h23;
parameter R3_RATE_CH3_ADDR = 16'h24;
parameter R1_RATE_ADDR = 16'h25;
parameter DIS_EFILTER_ADDR = 16'h26;
parameter DRDYB_SRC_ADDR = 16'h27;
parameter SYNCB_CN_ADDR = 16'h28;
parameter MASK_DRDYB_ADDR = 16'h29;
parameter CH_CNFG_ADDR = 16'h2F;
parameter DATA_STATUS_ADDR = 16'h30;
parameter DATA_CH1_PACE_U_ADDR = 16'h31;
parameter DATA_CH1_PACE_L_ADDR = 16'h32;
parameter DATA_CH2_PACE_U_ADDR = 16'h33;
parameter DATA_CH2_PACE_L_ADDR = 16'h34;
parameter DATA_CH3_PACE_U_ADDR = 16'h35;
parameter DATA_CH3_PACE_L_ADDR = 16'h36;
parameter DATA_CH1_ECG_U_ADDR = 16'h37;
parameter DATA_CH1_ECG_M_ADDR = 16'h38;
parameter DATA_CH1_ECG_L_ADDR = 16'h39;
parameter DATA_CH2_ECG_U_ADDR = 16'h3A;
parameter DATA_CH2_ECG_M_ADDR = 16'h3B;
parameter DATA_CH2_ECG_L_ADDR = 16'h3C;
parameter DATA_CH3_ECG_U_ADDR = 16'h3D;
parameter DATA_CH3_ECG_M_ADDR = 16'h3E;
parameter DATA_CH3_ECG_L_ADDR = 16'h3F;
parameter DATA_LOOP_ADDR = 16'h50;
input clk;
input rst_n;
input en;
input miso;
output mosi;
output cs;
output sck;
output done;
output [7:0] data_out;
reg spi_done_buff;
reg [7:0] data_out;
wire [7:0] spi_data;
reg spi_en;
reg spi_RW;
reg [6:0] addr;
reg [7:0] data;
wire cs;
wire mosi;
wire spi_done;
wire spi_done_failing;
assign spi_done_failing = (spi_done_buff && !spi_done)? 1: 0;
always @(posedge clk) 
	spi_done_buff <= spi_done;
spi spi_driver(
	.clk(clk),
	.rst_n(rst_n),
	.en(spi_en),
	.RW(spi_RW),
	.addr_in(addr),
	.data_in(data),
	.miso(miso),
	.mosi(mosi),	
	.cs(cs),
	.sck(sck),
	.done(spi_done)
);
localparam FLEX_CH1_CN_VALUE = 8'b00_010_011;
localparam FLEX_CH2_CN_VALUE = 8'b00_101_110;
localparam LOD_CN_VALUE = 8'b000_0_0_0_00;
localparam LOD_EN_VALUE = 8'b00_000000;
localparam REF_CN_VALUE = 8'b000000_00;
localparam OSC_CN_VALUE = 8'b00000_100;
localparam AFE_RES_VALUE = 8'b00_111_111;
localparam DRDYB_SRC_VALUE = 8'b00_000001;
localparam CH_CNFG_VALUE = 8'b0_000_011_0;
localparam DATA_CONV_START = 8'b0000_0001;
reg dataRDY;
reg [15:0] data_ch1_pace;
reg [15:0] data_ch2_pace;
reg [23:0] data_ch1_ECG;
reg [23:0] data_ch2_ECG;
reg [7:0] counter;
localparam READ  = 1'b1;
localparam WRITE = 1'b0;
always @(posedge clk or negedge rst_n) begin
	if (!rst_n) begin
		data_ch1_pace <= 16'd0;
		counter <= 8'd0;
		spi_en <= 1'b0;
	end
	else if (!en) begin
		counter <= 8'd0;
	end
	else begin
		case (counter)
			0: begin
				spi_en <= 1'b1;
				spi_RW <= WRITE;
				addr <= DATA_CONV_START_ADDR;
				data <= 8'd0;
				if (spi_done_failing == 1'b1)
					counter <= counter + 8'd1;
			end
			1: begin
				spi_RW <= WRITE;
				addr <= FLEX_CH1_CN_ADDR;
				data <= FLEX_CH1_CN_VALUE;
				if (spi_done_failing == 1'b1)
					counter <= counter + 8'd1;
			end
			2: begin
				spi_RW <= WRITE;
				addr <= FLEX_CH2_CN_ADDR;
				data <= FLEX_CH2_CN_VALUE;
				if (spi_done_failing == 1'b1)
					counter <= counter + 8'd1;					
			end
			3: begin
				spi_RW <= WRITE;
				addr <= LOD_CN_ADDR;
				data <= LOD_CN_VALUE;
				if (spi_done_failing == 1'b1)
					counter <= counter + 8'd1;
			end
			4: begin
				spi_RW <= WRITE;
				addr <= REF_CN_ADDR;
				data <= REF_CN_VALUE;
				if (spi_done_failing == 1'b1)
					counter <= counter + 8'd1;
			end
			5: begin
				spi_RW <= WRITE;
				addr <= AFE_RES_ADDR;
				data <= AFE_RES_VALUE;
				if (spi_done_failing == 1'b1)
					counter <= counter + 8'd1;
			end
			6: begin
				spi_RW <= WRITE;
				addr <= DRDYB_SRC_ADDR;
				data <= DRDYB_SRC_VALUE;
				if (spi_done_failing == 1'b1)
					counter <= counter + 8'd1;
			end
			7: begin
				spi_RW <= WRITE;
				addr <= CH_CNFG_ADDR;
				data <= CH_CNFG_VALUE;
				if (spi_done_failing == 1'b1)
					counter <= counter + 8'd1;				
			end
			8: begin
				spi_RW <= WRITE;
				addr <= DATA_CONV_START_ADDR;
				data <= DATA_CONV_START;
				if (spi_done_failing == 1'b1)
					counter <= counter + 8'd1;
			end
			9: begin
				spi_RW <= READ;
				addr <= DATA_CH1_PACE_U_ADDR;
				data_ch1_pace[15:8] <= data_out;
				if (spi_done_failing == 1'b1)
					counter <= counter + 8'd1;
			end
			10: begin
				spi_RW <= READ;
				addr <= DATA_CH1_PACE_L_ADDR; 
				data_ch1_pace[7:0] <= data_out;
			end
		endcase
	end
end
endmodule
`timescale 1ns/1ps
module spi(
	clk,
	rst_n,
	en,
	RW,
	addr_in,
	data_in,
	data_out,
	miso,
	mosi,	
	cs,
	sck,
	done
);
input clk, rst_n, en, RW;
input [6:0] addr_in;
input [7:0] data_in;
input miso;
output mosi, sck, cs;
output done;
output [7:0] data_out;
reg [6:0] addr;
reg [7:0] data;
reg mosi;
reg sck;
reg cs;
reg done_r;
reg [7:0] counter;
reg [7:0] data_out = 8'd0;
assign done = done_r;
reg sck_fail;
reg sck_rise;
always @(posedge clk or negedge rst_n) begin
	if (!rst_n ) begin
		counter <= 8'd0;
		data <= 8'd0;
		addr <= 7'd0;
		data_out <= 8'd0;
		cs <= 1'b1;
		done_r <= 1'b0;
	end
	else if (!en) 
		counter <= 8'd0;
	else if (en) begin
		case (counter)
			0: begin
					if (sck_fail) begin
						mosi <= RW;
						data <= data_in;
						addr <= addr_in;
						cs <= 1'b0;
						counter <= counter + 8'd1;
						done_r <= 1'b0;
					end
				end
			1, 2, 3, 4, 5, 6, 7: 
				begin
					if (sck_fail) begin
						mosi <= addr[7 - counter];
						counter <= counter + 8'd1;
					end
				end
			8:	begin
					if (sck_fail)  
						counter <= counter + 8'd1;
				end
			9, 10, 11, 12, 13, 14, 15, 16:
				begin
					if (sck_rise) begin
						if (!RW)
							mosi <= data[16 - counter];
						else
							data_out[16 - counter] <= miso;
						counter <= counter + 8'd1;
					end
				end
			 17: begin	
					if (sck_rise) begin
						cs <= 1'b1;
						done_r <= 1'b1;
						counter <= 8'd0;
					end
				end
		endcase
	end
end
reg [31:0] div_cnt;
always @(posedge clk or negedge rst_n) begin
	if (!rst_n) begin
		div_cnt <= 32'd0;		
	end
	else begin
		if (div_cnt == 32'd100) begin
			div_cnt <= 32'd0;
		end
		else begin
			div_cnt <= div_cnt + 32'd1;
		end
		if (div_cnt == 32'd50) begin
			sck <= 0;
			sck_fail <= 1;
		end
		else if (div_cnt == 32'd100) begin
			sck <= 1;
			sck_rise <= 1;
		end
		else begin
			sck_fail <= 0;
			sck_rise <= 0;
		end
	end
end
endmodule
### design/flow/run.sh
#!/bin/bash
# OpenROAD 26Q1-2900-gdf79404cd8, Yosys 0.63+post, stock flow scripts
make -C /OpenROAD-flow-scripts/flow DESIGN_CONFIG=/design/flow/config.mk WORK_HOME=/design/flow/orfs finish
### design/flow/config.mk
export PLATFORM = sky130hd
export DESIGN_NAME = ads1293
export DESIGN_NICKNAME = ads1293
export VERILOG_FILES = /design/flow/design.v
export SDC_FILE = /design/flow/constraint.sdc
export NUM_CORES = 4
export LEC_CHECK = 1
export CORE_UTILIZATION = 30
### design/flow/constraint.sdc
current_design ads1293

set clk_period 4.7
set clk_io_pct 0.2

create_clock -name clk0 -period $clk_period [get_ports {clk}]

set non_clock_inputs [all_inputs -no_clocks]
set_input_delay [expr $clk_period * $clk_io_pct] -clock clk0 $non_clock_inputs
set_output_delay [expr $clk_period * $clk_io_pct] -clock clk0 [all_outputs]
==> summary.json <==
{
  "global_route": {
    "grt_start_max_net_pins": 49,
    "grt_antenna_before_repair": 0,
    "grt_first_pass_wirelength_mm": 12.8,
    "grt-ovfl-total": 0,
    "first_global_vias": 2623,
    "grt_util_all_layers_pct": 11.2
  },
  "worst_setup_path": {
    "worst-endpoint-required_ns": 4.91,
    "highest_fanout_seen_on_the_critical_path": 11,
    "timing.critical_path.arrival_ns": 2.97,
    "cp-start-kind": "flip-flop",
    "critical_path_class": "flip-flop to flip-flop",
    "reg2reg_slack_ns": 1.95,
    "worst_r2r_path_depth": 7,
    "setup.worst_path.end_class": "flip-flop"
  },
  "detailed_routing": {
    "routed_wl_mm": 7.45,
    "diodes": 0,
    "routed_via_density": 4.89,
    "drt-wirelength-per-cell_um": 12.9,
    "num_vias": 2821,
    "initial_drc_count": 170,
    "dr.pass1.iters": 4,
    "final_antenna_net_count": 0,
    "drc": 0
  },
  "run_status": {
    "outcome": "finished clean"
  },
  "timing": {
    "max_slew_margin_pct": 45.8,
    "post-route-min-period_ns": 2.75,
    "worst_pin_slew_ns": 0.807,
    "timing_max_transition_violations_final": 0,
    "setup_tns_final_ns": 0,
    "rsz_0062_raised_after_global_routing": "no",
    "worst_clock_skew_on_the_final_layout_ns": 0.00962,
    "hold_viol": 0,
    "highest_achievable_clock_rate_mhz": 363,
    "min_period_over_period_pct": 58.5,
    "setup_violations": 0
  },
  "cts": {
    "worstSkewPairLatency_ns": 0.33,
    "clock_tree_from_tritoncts": "yes",
    "cts-buffers-inserted": 9,
    "cts_buffer_depth": 2,
    "post-cts-setup-buffers": 0,
    "clk_pin_slew_worst_setup_hold_paths_ns": 0.06,
    "cts_h_tree_depth": 3,
    "tritoncts_num_sinks": 79,
    "cts_repair_resize_count": 0,
    "hold_buffers": 0,
    "clockRootBuffer": "clkbuf_16"
  },
  "floorplanning": {
    "floorplan.die.width_um": 120,
    "placement_rows": 42,
    "io_pins": 16,
    "core-area_mm2": 0.0133,
    "initial_utilization_pct": 31.1,
    "dieHeight_um": 120,
    "die_area_mm2": 0.0143
  },
  "synthesis": {
    "yosys.area.top_type": "dfrtp_1",
    "most_used_standard_cells_in_the_synthesized_netlist": "dfrtp_1, nand2_1, nor2_1",
    "synthesis.instances": 396,
    "yosys_area_mm2": 0.00415,
    "synth-seq-cells": 79,
    "syn_avg_cell_area_um2": 10.5,
    "ys_top_cells_by_area": "dfrtp_1, edfxtp_1, xnor2_1",
    "ff_type": "dfrtp_1",
    "synth_cell_types": 64,
    "synth-edff-count": 16,
    "synth-warning-count": 11,
    "ys_seq_share_pct": 49.5,
    "most_common_cell_in_the_netlist": "dfrtp_1",
    "yosys-stat-cells": 396,
    "synth_top_area_share_pct": 36.8,
    "synthArstFlopShare_pct": 78.5,
    "synth.cell_area_mm2": 0.00415
  },
  "min_path": {
    "worst_hold_path.num_cells": 0,
    "min_path_type": "flip-flop to flip-flop"
  },
  "placement": {
    "gpl.final_weighted_congestion": 0.910,
    "post-dp-hpwl_mm": 4.95,
    "numPortBuffers": 5,
    "dpl-instance-area_mm2": 0.00432
  },
  "run": {
    "log.warning_count": 36,
    "number_of_max_capacitance_violations_reported": 0
  },
  "layout": {
    "fillCellCount": 1297,
    "fin_area_mm2": 0.00460,
    "synthesis_to_layout_area_growth_pct": 10.8,
    "drive_above_1_share_pct": 10.5
  },
  "power_and_ir_drop": {
    "pwr_density_cell_mw_per_mm2": 445,
    "irDropWorstVdd_v": 0.000185,
    "total_leakage_power_nw": 1.93
  }
}
-- path summary, 6_finish.rpt --
| check | from | endpoint |
|---|---|---|
| min in group asynchronous | rst_n | spi_driver.div_cnt[10]$_DFF_PN0_ |
| hold / removal | spi_driver.done_r$_DFFE_PN0P_ | spi_done_buff$_DFF_P_ |
| hold reg to reg | spi_driver.done_r$_DFFE_PN0P_ | spi_done_buff$_DFF_P_ |
| max in group asynchronous | rst_n | spi_driver.data[0]$_DFFE_PN0P_ |
| setup reg to reg | spi_driver.counter[0]$_DFFE_PN0P_ | spi_driver.counter[3]$_DFFE_PN0P_ |
| setup / recovery | spi_driver.counter[0]$_DFFE_PN0P_ | spi_driver.counter[3]$_DFFE_PN0P_ |
-- report_power, final --
part | internal [mW] | switching [mW]
registers | 0.781 | 0.0836
clock network | 0.361 | 0.287
logic | 0.265 | 0.267
total | 1.41 | 0.637
-- per-stage QoR --
stage               utilization (%)  hold slack [ns]  setup WS (ns)  total power, mW  cells
global route                   34.4            0.438           1.70             2.17    577
finish                         34.4            0.419           1.95             2.04    577
CTS                            34.4            0.426           1.97             2.06    577
global placement               32.4            0.405           2.00             1.40    561
floorplan                         -            0.381           2.31             1.29    404
detailed placement             32.4            0.406           1.97             1.40    561
-- final cells by class --
type | instances | area [µm²] | share of cell area (%)
timing repair buffer | 6 | 52.6 | 1.14
multi-input combinational | 285 | 1940 | 42.2
inverter | 15 | 56.3 | 1.23
tap | 176 | 220 | 4.79
clock inverter | 6 | 45.0 | 0.980
sequential | 79 | 2050 | 44.7
clock buffer | 10 | 229 | 4.98
-- state kept, by name (all words and copies together) (netlist names), 5 cells and up --
register            cells
addr                    6
counter                 8
data                    5
spi_driver.addr         6
spi_driver.counter      8
spi_driver.data         5
spi_driver.div_cnt     32
-- cells by family (layout without fill, tap and decap cells) --
kind of cell,count (synthesis),count (layout),share of synthesized area [%]
AND-OR/OR-AND,54,54,8.57
other,1,9,0.0904
multiplexers,18,18,5.28
buffers and inverters,40,37,4.46
XOR/XNOR,34,34,7.18
AND/OR/NAND/NOR,156,156,20.7
flip-flops,79,79,49.5
adder cells (fa/ha/maj),14,14,4.22
-- critical path, stage by stage (launching register included) --
cell and delay, ns:
dfrtp_1 0.61, inv_1 0.15, ha_1 0.26, nor4_1 0.54
o31a_2 0.22, a21oi_1 0.15, or4_4 0.58, mux2i_1 0.13
-- cell usage in the layout, fill, tap and decap left out, drive strengths merged, types with 4 or more instances in the layout --
cell type / n
mux2: 11
nand4: 9
inv: 17
conb: 9
and3: 8
ha: 14
and4: 4
nand2: 30
xnor2: 24
nand3: 16
a21oi: 18
mux2i: 5
nor3: 8
clkbuf: 10
nor2: 28
xor2: 10
clkdlybuf4s50: 4
and2: 12
o21ai: 9
nor2b: 6
dfrtp: 61
nor4: 14
edfxtp: 16
-- layer usage --
metal	vias to the layer above	track usage [%]	part of all wire, %
li1	1397	-	-
met1	1373	17.9	51
met2	47	16.9	45
met3	4	2.04	3.7
met4	0	1.41	0.56
met5	-	0	0
Power figures rest on the tool's default switching activity, not on a simulated workload.
