## flow/design.v

```verilog
module i2c_lsm(
	output SCL,
	inout SDA,
	output[7:0]rx,
	input [7:0]tx,
	input [7:0]addr_device_w,
	input [7:0]addr_reg_w,
	output DONE,
	input RW,
	input EN,
	input clk,
	input rst_n
);
reg [7:0] rx_data;
reg [7:0] tx_data;
reg [7:0] addr_device;
reg [7:0] addr_reg;
reg [7:0] buffer;
reg [8:0] cnt;
reg RW_r;
reg DONE_r;
reg tx_r;
reg SCL_r;
reg SDA_r;
reg dev_reg;
reg ACK;
reg nACK;
reg [7:0] state_cnt;
reg [2:0] reg_cnt; 
assign rx  = rx_data;
assign DONE= DONE_r;
assign SDA = SDA_r;
assign SCL = SCL_r; 
always @(posedge clk or negedge rst_n) begin
	if (!rst_n) begin
		RW_r <= 0;
		addr_device <= 8'd0;
		addr_reg <= 8'd0;
		tx_data <= 8'd0;
	end
	else begin
		RW_r <= RW;
		addr_device <= addr_device_w;
		addr_reg <= addr_reg_w;
		tx_data <= tx;
	end
end
always @(posedge clk or negedge rst_n) begin
	if(!rst_n) begin
		SDA_r  <= 1;
		SCL_r  <= 1;
	  buffer<= 0;
	reg_cnt <= 0;
		cnt  <= 0;
		DONE_r <= 0;
		tx_r <= 0;
		ACK  <= 0;
		nACK <= 0;
	end
	else begin
		if(EN) begin
			case (state_cnt)
				0:	begin	 
						SCL_r <= 1;
						SDA_r <= 1;
						if (cnt == 100)
							SDA_r <= 1;
						else if (cnt == 300)
							SDA_r <= 0; 
						if (cnt == 100) 
							SCL_r <= 1;
						else if ( cnt == 400) begin						
							SCL_r <= 0;
							cnt <= 9'd0;
							state_cnt <= state_cnt + 8'd1;
						end
						else 
							cnt <= cnt + 9'd1;
					end
				1: begin	 
						buffer <= addr_device;
						state_cnt <= 8'd6;  
						dev_reg <= 1;       
					end
				2: begin  
						buffer <= addr_reg; 
						state_cnt <= 8'd6;  
						dev_reg <= 0; 		  
					end
				3: begin  
						SCL_r <= 0;
						SDA_r <= 1'bz;
						if (cnt == 100) begin
							SCL_r <= 1;
						end
						else if (cnt == 200) begin							
							rx_data[7 - reg_cnt] <= SDA;
							reg_cnt <= reg_cnt + 1;
						end
						else if (cnt == 300) begin
							SCL_r <= 0;
							cnt <= 9'd0;
						end
						if (cnt == 300) begin
							if (reg_cnt == 7) begin
								reg_cnt <= 8'd0;
								state_cnt <= state_cnt + 8'd1;
							end
							else begin
								cnt <= cnt + 9'd1;
							end
						end
					end
				4: begin  
						SCL_r <= 0;
						SDA_r <= 1;
						if (cnt == 100) begin
							SDA_r <= 0;
						end
						else if (cnt == 200) begin
							SCL_r <= 1;
						end
						else if (cnt == 300) begin
							SCL_r <= 0;
							SDA_r <= 1'bz;							
						end	
						if (cnt == 300) begin
							cnt <= 9'd0;
							state_cnt <= 8'd10;
						end
					end
				5: begin  
						if (dev_reg)
							state_cnt <= 8'd2;
						else
							state_cnt <= state_cnt + 1;					
					end
				6: begin	 
						SCL_r <= 0;
						if (cnt == 100) begin
							SDA_r <= buffer[7 - reg_cnt];
						end
						else if (cnt == 200) begin
							SCL_r <= 1; 							
							reg_cnt <= reg_cnt + 1;
						end
						else if (cnt == 300) begin
							SCL_r <= 0;
							cnt <= 9'd0;
						end
						if (cnt == 300) begin
							if (reg_cnt == 7) begin
								reg_cnt <= 3'd0;
								state_cnt <= 8'd7;  
							end
							else begin
								cnt <= cnt + 9'd1;
							end
						end
					end
				7: begin  
						SDA_r <= 1'bz;
						SCL_r <= 0;
						if (cnt == 200) begin
							if(SDA) begin
								nACK <= 1;
								state_cnt <= 4'd0;	 
							end
							else begin
								ACK  <= 1;
								state_cnt <= state_cnt + 1;
							end
						end 
						if (cnt == 100)
							SCL_r <= 1;
						else if (cnt == 300) begin
							SCL_r <= 0;
							cnt   <= 9'd0;
						end
						if (cnt == 300) 
							cnt <= 9'd0;
						else begin
							cnt <= cnt + 9'd1;
						end
					end
				8: begin
						if (dev_reg) 
							state_cnt <= 8'd2;
						else
							state_cnt <= state_cnt + 1;
					end
				9: begin
						if (RW_r) begin
							buffer <= tx_data;
							state_cnt <= 8'd4;
						end
						else begin
							 state_cnt <= 8'd3;
						end
					end
				10: begin  
						SCL_r <= 0;
						if (cnt == 100) begin
							SCL_r <= 0;
							SDA_r <= 0;
						end
						else if (cnt == 200) begin
							SCL_r <= 1;
						end
						else if (cnt == 300)
							SDA_r <= 1;
					 end
			endcase
		end	
	end
end
endmodule
```

## flow/run.sh

```bash
#!/bin/bash
# OpenROAD 26Q1-2900-gdf79404cd8, Yosys 0.63+post, stock flow scripts
make -C /OpenROAD-flow-scripts/flow DESIGN_CONFIG=/design/flow/config.mk WORK_HOME=/design/flow/orfs finish
```

## flow/config.mk

```make
export PLATFORM = sky130hd
export DESIGN_NAME = i2c_lsm
export DESIGN_NICKNAME = i2c_lsm
export VERILOG_FILES = /design/flow/design.v
export SDC_FILE = /design/flow/constraint.sdc
export NUM_CORES = 4
export LEC_CHECK = 1
export CORE_UTILIZATION = 40
```

## flow/constraint.sdc

```tcl
current_design i2c_lsm

set clk_period 3.4
set clk_io_pct 0.2

create_clock -name clk0 -period $clk_period [get_ports {clk}]

set non_clock_inputs [all_inputs -no_clocks]
set_input_delay [expr $clk_period * $clk_io_pct] -clock clk0 $non_clock_inputs
set_output_delay [expr $clk_period * $clk_io_pct] -clock clk0 [all_outputs]
```

==> impl_metrics.toml <==
# generated from flow reports
[yosys]
yosys-top-cells-area = "dfrtp_1, edfxtp_1, ha_1"
synth.distinct_cells = 62
ys.flops = 64
syn_avg_cell_area_um2 = 10.8
adder_share = 0.0477
top_area_cell = "dfrtp_1"
synthArstFlopShare = 0.734
yosys_cells = 316
aoi_share = 0.202
syn-cell-area_um2 = 3410
yosys_warnings = 4
synth_cells = 316
synth.mux.area_fraction = 0.0459
simple_gate_area_frac = 0.143
netlist_top_cells_count = "dfrtp_1, nand2_1, inv_1"
logic_family = "AND-OR/OR-AND gates"
xor_area_frac = 0.0154
yosysTopAreaCellShare = 0.331
most_common_cell = "dfrtp_1"
ys_seq_share = 0.496
synth_chip_area_um2 = 3410
edf_count = 17
ff_type = "dfrtp_1"

[clock_tree]
postCtsSetupBuffers = 0
hold_buffers = 0
clock_path_buffers = 2
htree_levels = 3
clock_sinks = 64
ctsResizeCount = 0
cts_made_buffers = 9
cts_root_buffer = "clkbuf_8"

[status]
firstError = "[error] [KeplerFormal.cpp:679] Workflow failed: Iso has multiple drivers: .SDA0, SDA$_DFFE_PN1P_.Q0"
outcome = "did not finish"
lastStage = "clock tree synthesis (4_1_cts)"

[die]
die_x_um = 94.3
fp.dieH_um = 94.3
ios = 39
rows = 33
initCoreUtil = 0.415

[place]
dp_hpwl_um = 4860
routabilityCongestion = 0.921
port-buffer-count = 36
-- stage by stage --
| step | utilization | instance area (um2) | setup slack, ns | std cells |
|---|---|---|---|---|
| 2_1_floorplan | - | 3410 | 0.683 | 316 |
| 3_3_place_gp | 0.469 | 3860 | 0.705 | 447 |
| 3_5_place_dp | 0.469 | 3860 | 0.698 | 447 |
-- cell families after synthesis --
group | count (synthesis)
compound gates | 91
xor+xnor | 6
fa+ha+maj | 13
buf+inv | 38
flops | 64
mux | 13
other cells | 1
simple gates | 90
