==> ./design.v <==
`timescale 1ns/1ps
module spi(
	clk,
	rst_n,
	en,
	RW,
	addr_in,
	data_in,
	data_out,
	miso,
	mosi,	
	cs,
	sck,
	done
);
input clk, rst_n, en, RW;
input [6:0] addr_in;
input [7:0] data_in;
input miso;
output mosi, sck, cs;
output done;
output [7:0] data_out;
reg [6:0] addr;
reg [7:0] data;
reg mosi;
reg sck;
reg cs;
reg done_r;
reg [7:0] counter;
reg [7:0] data_out = 8'd0;
assign done = done_r;
reg sck_fail;
reg sck_rise;
always @(posedge clk or negedge rst_n) begin
	if (!rst_n ) begin
		counter <= 8'd0;
		data <= 8'd0;
		addr <= 7'd0;
		data_out <= 8'd0;
		cs <= 1'b1;
		done_r <= 1'b0;
	end
	else if (!en) 
		counter <= 8'd0;
	else if (en) begin
		case (counter)
			0: begin
					if (sck_fail) begin
						mosi <= RW;
						data <= data_in;
						addr <= addr_in;
						cs <= 1'b0;
						counter <= counter + 8'd1;
						done_r <= 1'b0;
					end
				end
			1, 2, 3, 4, 5, 6, 7: 
				begin
					if (sck_fail) begin
						mosi <= addr[7 - counter];
						counter <= counter + 8'd1;
					end
				end
			8:	begin
					if (sck_fail)  
						counter <= counter + 8'd1;
				end
			9, 10, 11, 12, 13, 14, 15, 16:
				begin
					if (sck_rise) begin
						if (!RW)
							mosi <= data[16 - counter];
						else
							data_out[16 - counter] <= miso;
						counter <= counter + 8'd1;
					end
				end
			 17: begin	
					if (sck_rise) begin
						cs <= 1'b1;
						done_r <= 1'b1;
						counter <= 8'd0;
					end
				end
		endcase
	end
end
reg [31:0] div_cnt;
always @(posedge clk or negedge rst_n) begin
	if (!rst_n) begin
		div_cnt <= 32'd0;		
	end
	else begin
		if (div_cnt == 32'd100) begin
			div_cnt <= 32'd0;
		end
		else begin
			div_cnt <= div_cnt + 32'd1;
		end
		if (div_cnt == 32'd50) begin
			sck <= 0;
			sck_fail <= 1;
		end
		else if (div_cnt == 32'd100) begin
			sck <= 1;
			sck_rise <= 1;
		end
		else begin
			sck_fail <= 0;
			sck_rise <= 0;
		end
	end
end
endmodule
module spi_uart(
	clk,
	rst_n,
	spi_clk,
	spi_cs,
	spi_in,
	spi_out,
	tx
);
input clk;
input rst_n;
output spi_clk;
output spi_cs;
input spi_in;
output spi_out;
output tx;
wire [7:0] spi_data;
reg spi_en;
reg spi_RW;
reg [6:0] addr;
reg [7:0] data;
reg cs;
wire spi_done;
spi spi_module(
	.clk(clk),
	.rst_n(rst_n),
	.en(spi_en),
	.RW(RW),
	.addr_in(addr),
	.data_in(data),
	.miso(spi_in),
	.mosi(spi_out),	
	.cs(cs),
	.sck(spi_clk),
	.done(spi_done)
);
wire tx;
wire done;
uart_module uart(
	.clk(clk),
	.rst(rst_n),
	.EN(1'b1),
	.data_in(data),
	.tx(tx),
	.done(done)
);
endmodule
`timescale 1ns / 1ps
module clkdiv_mode(
		clk, 
	   rst_n,
		clkout
);
	input rst_n;
	input clk;
	output reg clkout;
	reg [15:0] count;
	always @(posedge clk or negedge rst_n)
	begin
		if(!rst_n)	
		begin
			count <= 16'b0;
			clkout <= 0;
		end
		else if(count == 16'd2604)
		begin
			clkout <= 1'b1;
			count <= count + 16'd1;
		end
		else if(count == 16'd5208)
		begin
			clkout <= 1'b0;
			count <= 16'd0;
		end
		else 
		begin
			count <= count + 16'd1;
		end
	end
endmodule
module shift_mode(
			clk,
			rst,
			in,
			dir_sel,
			en,
			ld,
			in_parralle,
			out
		);
	parameter width = 7;
	input clk;
	input rst;
	input in;
	input [width:0] in_parralle;
	input dir_sel;
	input en;
	input ld;
	output [width:0] out;
	reg [width:0] buffer;
	assign out = buffer;
	always @(posedge clk or negedge rst)		
	begin	
		if(!rst)
			buffer <= 0;
		else if(en)
		begin
			if(ld)
				buffer <= in_parralle;
			else if(dir_sel)
				buffer <= (buffer << 1);
			else
				buffer <= (buffer >> 1);
			buffer[0] <= in;
		end
	end
endmodule
`timescale 1ns / 1ps
module uart_module(
						clk,
						rst,
						EN,
						data_in,
						tx,
						done
		);
	input clk;
	input rst;
	input EN;
	input [7:0] data_in;
	output done;	
	output tx;
	reg done;
	reg tx;
	parameter IDLE     = 0;
	parameter START    = 1;
	parameter STOP     = 2;
	parameter TRANSFER = 4;
	reg  in_shift;
	wire clk_shift;
	wire receive;
	wire divclk;
	reg tx_ld;
	wire rx_ld;
	wire [7:0] tx_out;
	reg en_shift;
	reg start_req; 
	wire stop_req;
	reg [7:0] cnt;
	reg [2:0] pre_state;
	reg [7:0] tx_buffer; 
	reg [7:0] data_g;
	clkdiv_mode div_module (
		.clk(clk),
		.rst_n(rst),
		.clkout(divclk)
	);
	assign clk_shift = divclk;
	assign receive = en_shift;
	always @(posedge clk or negedge rst) begin
		if (!rst) 
			data_g <= 8'd0;
		else if (EN && done)
			data_g <= data_in;
	end
	shift_mode shift_tx (
		.clk(divclk),
		.dir_sel(0),
		.in(0),
		.out(tx_out),
		.en(en_shift),
		.ld(tx_ld),
		.in_parralle(tx_buffer),
		.rst(rst)
	);
	always @(posedge divclk or negedge rst) begin
	if(!rst)
		begin
			tx_buffer <= 8'd0;
		end
	else if(EN) begin
			case(pre_state)
				START:	  begin
								tx_ld <= 1'b0;
								tx_buffer <= (tx_buffer >> 1);
							  end
				TRANSFER:  tx_buffer <= (tx_buffer >> 1);
				STOP:		  begin
								 tx_buffer <= data_g;
								 tx_ld <= 1'b1;
							  end
			endcase
		end
	end
	always @(posedge divclk) begin
		if(pre_state == STOP)
			en_shift <= 1'b0;
		else if(pre_state == START)
			en_shift <= 1'b1;
	end
	always @(posedge divclk or negedge rst)
	begin
		if(!rst)
			start_req <= 1'b0;
		else begin
			if(done && EN)
				start_req <= 1'b1;
			else
				start_req <= 1'b0;
		end
	end
	assign stop_req = (cnt == 8'd7)? 1:0;
	always @(posedge divclk or negedge rst)
	begin
		if(!rst)
			cnt <= 0;
		else if(pre_state == START)
			cnt <= 0;
		else if(pre_state == TRANSFER)
			cnt <= cnt + 8'd1;
	end
	always @(posedge divclk )
	begin
		case (pre_state)
			IDLE:	 begin
					 	 if(start_req)
						 begin
							 pre_state <= START;
						 end
						 else
							 pre_state <= IDLE;
					 end
			START: begin
						 pre_state <= TRANSFER;
					 end
			TRANSFER:begin
						if(stop_req)
						begin
							pre_state <= STOP;
						end						
					  end
			STOP: begin
						 if(start_req)
						 begin
							pre_state <= START;
						 end
						 else 
						 begin
							pre_state <= IDLE;
						 end
					end
			default: pre_state <= IDLE;
		endcase
	end
	always @(posedge divclk or negedge rst)
	begin
		if(!rst) begin
			tx <= 1'b1;
			done <= 1'b1;
		end
		else begin
			case(pre_state)
				IDLE:		 begin
								if(start_req)
									tx <= 1'b0;
								else
									tx <= 1'b1;
								done <= 1'b0;
							 end
				TRANSFER: begin
								if(stop_req) 
									tx <= 1'b1;
								else
									tx <= tx_buffer[0];
							 end
				START:	 begin
								tx <= tx_buffer[0];
							 end
				STOP:		 begin
								done <= 1'b1;
								if(start_req)
									tx <= 1'b0;
								else
									tx <= 1'b1;
							 end
				default:	   tx <= 1'b1;
			endcase
		end				
	end
endmodule
==> ./run.sh <==
#!/bin/bash
# OpenROAD 26Q1-2900-gdf79404cd8, Yosys 0.63+post, stock flow scripts
make -C /OpenROAD-flow-scripts/flow DESIGN_CONFIG=/design/flow/config.mk WORK_HOME=/design/flow/orfs finish
==> ./config.mk <==
export PLATFORM = sky130hd
export DESIGN_NAME = spi_uart
export DESIGN_NICKNAME = spi_uart
export VERILOG_FILES = /design/flow/design.v
export SDC_FILE = /design/flow/constraint.sdc
export NUM_CORES = 4
export LEC_CHECK = 1
export CORE_UTILIZATION = 40
==> ./constraint.sdc <==
current_design spi_uart

set clk_period 6.9
set clk_io_pct 0.2

create_clock -name clk0 -period $clk_period [get_ports {clk}]

set non_clock_inputs [all_inputs -no_clocks]
set_input_delay [expr $clk_period * $clk_io_pct] -clock clk0 $non_clock_inputs
set_output_delay [expr $clk_period * $clk_io_pct] -clock clk0 [all_outputs]
==> impl_metrics.csv <==
group,metric,value,unit
outcome,status,"finished clean",
route,top_layer_used,"met4",
clock_network,numCtsBuffers,5,
clock_network,clk_pin_slew_worst_paths,0.09,ns
synth,syn_area_per_cell,10.8,um2
global_routing,grt_max_degree,36,
global_routing,grt_pass1_vias,1915,
worst_setup_path,cp_top_family,"buffers and inverters",
timing,rsz0062_at_grt,"no",
power,p_per_area,150,mW/mm2
synth,area_leaders,"dfrtp_1 (47%), xnor2_1 (7.7%), xor2_1 (6.0%)",
clock_network,post_cts.repair.setup_buffers,0,
worst_setup_path,critPathMaxFanout,1,
floorplanning,io_pins,7,
global_routing,grt_util_all_layers,13.3,%
synth,postSynthSeqShare,52.6,%
floorplanning,core.rowCount,31,
timing,skew,0.00975,ns
route,drcViolationCount,0,
worst_setup_path,crit_slowest_cell,"clkdlybuf4s50_1",
power,vdd_drop_max,0.0000784,V
timing,drv_slew,0,
synth,ys.flop_type,"dfrtp_1",
global_routing,grt_pass1_wl,8780,um
worst_setup_path,required,5.52,ns
cells_and_area,layout_top_cell,"dfrtp_1",
global_routing,grt_overflow,0,
global_routing,antenna_found_initial,0,
route,wl_met3,95,um
clock_network,h-tree-depth,2,
timing,worst_pin_slew,0.601,ns
clock_network,cts-resized-gates,0,
synth,yosysWarnings,25,
floorplanning,fp-utilization,41.9,%
worst_setup_path,crit_chain,"clkdlybuf4s50_1",
worst_setup_path,cp.arrival,1.07,ns
route,detail-route-antenna-nets,0,
synth,numSynthFlops,64,
power,comb_power_share,1.4,%
timing,unclocked_pins,14,
clock_network,holdBufCountCts,0,
placed_design,gp_congestion,0.788,
clock_network,clock_latency,0.30,ns
timing,final-hold-violation-count,0,
floorplanning,core_area,0.00737,mm2
placed_design,port_buffers,3,
synth,synth_stat.cells,285,
power,p_clk_share,39.9,%
placed_design,postPlaceCellArea,0.00322,mm2
worst_setup_path,critPathBufInv,1,
timing,relSlewSlack,59.7,%
synth,yosysTopAreaCellShare,47.0,%
route,routed_wirelength,4850,um
cells_and_area,syn_to_final_growth,7.65,%
synth,synth-edff-count,4,
clock_network,cts_root_buffer,"clkbuf_8",
worst_setup_path,path_class,"flop to output port",
floorplanning,die_w,89.9,um
flow_run,warnings,29,
clock_network,cts_tree,"done",
power,pwr-share-seq,58.6,%
route,firstDrtPassIters,4,
cells_and_area,stdcell_area,0.00333,mm2
route,avgRoutedWirePerCell,12.4,um
clock_network,clockBufferDepth,2,
route,vias,1963,
timing,setup_violations,0,
route,viasPerCell,5.02,
flow_run,max-cap-violations,0,
power,switching_share,19.6,%
floorplanning,die-area,0.00808,mm2
power,internal_power,403,uW
timing,timing.fmax,0.408,GHz
min_path,hold_class,"flop to flop",
route,wl_met1,2630,um
synth,top_area_cell,"dfrtp_1",
timing,setup_tns,0,ns
cells_and_area,layout-drive-gt1-share,8.90,%
worst_setup_path,start_kind,"flop",
timing,finalWorstSetupSlack,4.45,ns
route,wl_met2,2050,um
timing,finalCritPeriodShare,35.6,%
route,diodes,0,
placed_design,post-place-ws,4.43,ns
timing,untimed_endpoints,18,
synth,yosys_area,0.00309,mm2
route,drt_iter0_markers,67,
synth,synth_cell_types,43,
worst_setup_path,slowest_delay,0.45,ns
power,power_leakage,1.50,nW
timing,finalCriticalPeriod,2.45,ns
synth,syn_inst,285,
worst_setup_path,endpoint_kind,"output port",
placed_design,hpwlAfterDp,3400,um
synth,async_flop_share,93.8,%
cells_and_area,mostFrequentLayoutCells,"dfrtp_1 (58), nor2_1 (33), xnor2_1 (27)",
synth,syn_area,0.00309,mm2
floorplanning,die_h,89.9,um
power,p_sw,97.9,uW
## per-stage QoR
step / cells / hold WS [ns] / utilization [%] / power (mW)
4_1_cts: 391 / 0.479 / 45.1 / 0.511
3_3_place_gp: 383 / 0.463 / 43.7 / 0.307
5_1_grt: 391 / 0.505 / 45.1 / 0.524
2_1_floorplan: 286 / 0.433 / - / 0.300
3_5_place_dp: 383 / 0.461 / 43.7 / 0.307
6_report: 391 / 0.474 / 45.1 / 0.500
## cells in the mapped netlist, types with 3 or more instances
library cell   n
edfxtp_1       4
xnor2_1       27
xor2_1        21
inv_1          7
nor4_1         7
nor2_1        33
dfrtp_1       58
nor3_1         9
nand2_1       22
and3_1         9
nand3_1       20
nor2b_1        3
nand4_1       17
buf_2          3
ha_1           6
## cells by family after synthesis
| logic type | count (synthesis) | synth area share (%) |
|---|---|---|
| xor+xnor | 48 | 13.6 |
| flops | 64 | 52.6 |
| fa+ha+maj | 6 | 2.43 |
| simple gates | 144 | 27.0 |
| mux | 2 | 0.729 |
| buf+inv | 14 | 2.06 |
| compound gates | 6 | 1.50 |
| other cells | 1 | 0.121 |
## path summary, 6_finish.rpt
path,from,endpoint,slack [ns],cells past startpoint
setup / recovery,spi_module.sck,spi_clk,4.45,1
setup reg to reg,spi_module.div_cnt[0],spi_module.div_cnt[28],5.06,5
min in group asynchronous,rst_n,spi_module.div_cnt[12],1.08,1
hold / removal,uart.div_module.count[15],uart.div_module.count[15],0.47,1
max in group asynchronous,rst_n,spi_module.div_cnt[11],4.97,2
hold reg to reg,uart.div_module.count[15],uart.div_module.count[15],0.47,1
## state kept, by name, indices dropped and copies added, names as in the netlist
signal,count
spi_module.div_cnt,32
uart.done,1
uart.div_module.count,16
spi_module.sck,1
uart.tx,1
uart.cnt,8
uart.div_module.clkout,1
uart.start_req,1
uart.pre_state,3
## per-layer routing
layer | up-vias | global-route usage, %
li1 | 1000 | -
met1 | 939 | 22.2
met2 | 18 | 20.1
met3 | 6 | 1.72
met4 | 0 | 1.48
met5 | - | 0
## layout make-up
cell class | instances | area [um2]
fillers | 694 | 4040
flip-flops and latches | 64 | 1620
well taps | 99 | 124
inverters | 7 | 26.3
clock inverters | 1 | 30.0
multi-input cells | 208 | 1410
clock buffers | 7 | 76.3
repair buffers | 5 | 40.0
## power by group through the flow
stage	Combinational [mW]	Sequential, mW	Clock (mW)
4_1_cts	0.00793	0.293	0.210
5_1_grt	0.00884	0.294	0.222
6_report	0.00722	0.293	0.200
Power is estimated from default activity; no workload was simulated.
